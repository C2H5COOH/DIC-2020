**flow/run.sh**
```bash
#!/bin/bash
# OpenROAD 26Q1-2900-gdf79404cd8, Yosys 0.63+post, stock flow scripts
make -C /OpenROAD-flow-scripts/flow DESIGN_CONFIG=/design/flow/config.mk WORK_HOME=/design/flow/orfs finish
```
**flow/config.mk**
```make
export PLATFORM = sky130hd
export DESIGN_NAME = RCA
export DESIGN_NICKNAME = RCA
export VERILOG_FILES = /design/flow/design.v
export SDC_FILE = /design/flow/constraint.sdc
export NUM_CORES = 4
export LEC_CHECK = 1
export CORE_AREA = 10 10 70 70
export DIE_AREA = 0 0 80 80
```
**flow/constraint.sdc**
```tcl
current_design RCA

set clk_period 3.8
set clk_io_pct 0.2

create_clock -name clk0 -period $clk_period

set non_clock_inputs [all_inputs -no_clocks]
set_input_delay [expr $clk_period * $clk_io_pct] -clock clk0 $non_clock_inputs
set_output_delay [expr $clk_period * $clk_io_pct] -clock clk0 [all_outputs]
```
**flow/design.v**
```verilog
module FA(s, c_out, x, y, c_in);
input x, y, c_in;
output s, c_out;
wire s1, c1, c2;
HA ha1(	.s(s1),
		.c(c1),
		.x(x),
		.y(y)
);
HA ha2(	.s(s),
		.c(c2),
		.x(c_in),
		.y(s1)
);
or or1(c_out,c1,c2);
endmodule
module HA(s, c, x, y);
input x, y;
output s, c;
xor xor1(s,x,y);
and and1(c,x,y);
endmodule
module RCA(s, c_out, x, y, c_in);
input  [3:0] x, y;
output [3:0] s;
input  c_in;
output c_out;
wire c1,c2,c3;
FA fa1(	.s(s[0]) ,
		.c_out(c1) ,
		.x(x[0]) , 
		.y(y[0]) , 
		.c_in(c_in)
);
FA fa2(	.s(s[1]) ,
		.c_out(c2) ,
		.x(x[1]) , 
		.y(y[1]) , 
		.c_in(c1)
);
FA fa3(	.s(s[2]) ,
		.c_out(c3) ,
		.x(x[2]) , 
		.y(y[2]) , 
		.c_in(c2)
);
FA fa4(	.s(s[3]) ,
		.c_out(c_out) ,
		.x(x[3]) , 
		.y(y[3]) , 
		.c_in(c3)
);
endmodule
```
==> impl_metrics.yaml <==
# synthesis and place-and-route metrics
job:
  tool_warnings: 32
  maxCapViolCount: 0
floorplan:
  die_x_um: 80
  pin_count: 14
  num_rows: 21
  die_h_um: 80
  fp-utilization_pct: 4.103
  coreArea_um2: 3416
  die_area_um2: 6400
setup_path:
  cpMostUsedCell: "fa_2"
  worst-path-stages: 8
  critPathTopFamily: "adder cells"
  critical-path-max-stage-delay_ns: 0.45
  cp_slowest_cell: "clkdlybuf4s50_1"
  crit_type: "in -> out"
  required_ns: 3.04
  crit_arrival_ns: 2.93
  cp.buffers_inverters: 4
  startpoint_type: "input pin"
  critPathCaptureType: "output pin"
  crit_chain: "dlygate4sd2_1 -> fa_2 -> fa_2 -> inv_2 -> fa_2 -> fa_1 -> inv_1 -> clkdlybuf4s50_1"
  path_max_fanout: 1
synth:
  ys_area_um2: 140.1
  ys_top_logic_family: "adder cells"
  ys_sh_adder_pct: 57.14
  synth-xor-area-share_pct: 0
  ys_sh_mux_pct: 0
  yosysWarningCount: 0
  synthCells: 16
  ys_sh_simple_pct: 0
  yosysSeqAreaShare_pct: 0
  avgSynthCellArea_um2: 8.758
  synth_area_um2: 140.1
  ys_cells: 16
  ys_sh_aoi_pct: 0
  synth.distinct_cells: 3
timing:
  post-route-period-util_pct: 97.06
  final-max-slew-violation-count: 0
  worst_pin_slew_ns: 0.1053
  period_minus_slack_ns: 3.688
  finalHoldViolations: 0
  whs_ns: 2.308
  setup_violations: 0
  fmax_ghz: 0.2711
  rsz0062_at_grt: "false"
  slew_headroom_pct: 92.97
power_and_ir_drop:
  power_density_nw_per_um2: 117.2
  leakagePower_uw: 0.0001349
  p_total_uw: 37.25
  peakVddDrop_uv: 15.61
route:
  drt-initial-drc-count: 0
  postRouteAntennaNets: 0
  firstDrtPassIters: 1
  wire_per_inst_um: 7.096
  avgViaCountPerCell: 1.562
  drc: 0
  routed_wl_um: 518
  vias: 114
min_path:
  whs_path_depth: 3
  hold_class: "in -> out"
layout:
  mostFrequentLayoutCell: "clkdlybuf4s50_1"
  final_cell_mix: "11 x clkdlybuf4s50_1, 7 x inv_1, 3 x fa_2"
  drive_above_1_share_pct: 15.38
  clkbuf_count: 0
  finalNonFillerCells: 73
  flop-count: 0
  flop_area_um2: 0
  fill_cells: 401
  area_growth_pct: 126.8
place:
  gp_congestion: 0.7719
  port_buffers: 14
  place_inst: 72
  dp_hpwl_um: 516.3
global_routing:
  grtUsageTotal_pct: 1.647
  grt-ovfl-total: 0
  grt_max_degree: 2
  antenna_found_initial: 1
  grt_pass1_wl_um: 765
  grt_pass1_vias: 138
status:
  outcome: "complete, no violations"
cts:
  holdBufCountCts: 0
-- cells in the mapped netlist --
cell	number	share of area, %
inv_1	8	21
buf_4	4	21
fa_1	4	57
-- area by class of cell --
type	count	area (um2)	share of cell area (%)
tap	46	57.56	18.11
timing repair buffer	14	140.1	44.09
inverter	8	30.03	9.449
antenna	1	2.502	0.7874
multi-input combinational	4	87.58	27.56
-- cells by family after synthesis --
group | count (synthesis)
buffers and inverters | 12
adders and majority gates | 4
-- through the flow --
stage          instance area (um2)  worst slack, ns  TNS (ns)  utilization, %
2_1_floorplan                140.1           0.7382         0               -
3_3_place_gp                 307.8          -0.1578   -0.1578           9.011
3_5_place_dp                 307.8          -0.1553   -0.1553           9.011
4_1_cts                      312.8        0.0001703         0           9.158
5_1_grt                      315.3          0.03017         0           9.231
6_report                     317.8           0.1118         0           9.304
-- worst paths after layout --
kind	endpoint	from	slack, ns
min	s[0]	x[0]	2.31
max	s[3]	y[0]	0.11
-- what timing repair did --
| action | CTS | global route |
|---|---|---|
| pin swaps | 1 | 2 |
| resized | 6 | 1 |
| cloned | 0 | 0 |
| setup endpoints to repair | 1 | 1 |
| setup buffers | 0 | 0 |
-- routing by layer --
layer / vias up / part of all wire [%] / GRT usage (%)
met2: 9 / 40 / 2.648
li1: 57 / - / -
met5: - / 0 / 0
met4: 0 / 0 / 0
met3: 0 / 36 / 2.045
met1: 48 / 24 / 1.336
-- where the power goes --
group	internal, uW	switching, uW
clock	0.0000352	0
sequential	0	0
combinational	26.7	10.5
total	26.7	10.5
Power and IR drop assume default switching activity.
